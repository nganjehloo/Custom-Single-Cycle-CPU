File: flow/run.sh
#!/bin/bash
# OpenROAD 26Q1-2900-gdf79404cd8, Yosys 0.63+post, stock flow scripts
make -C /OpenROAD-flow-scripts/flow DESIGN_CONFIG=/design/flow/config.mk WORK_HOME=/design/flow/orfs finish
File: flow/config.mk
export PLATFORM = sky130hd
export DESIGN_NAME = ram
export DESIGN_NICKNAME = ram
export VERILOG_FILES = /design/flow/design.v
export SDC_FILE = /design/flow/constraint.sdc
export NUM_CORES = 4
export LEC_CHECK = 1
export CORE_UTILIZATION = 40
File: flow/constraint.sdc
current_design ram

set clk_period 21.8
set clk_io_pct 0.2

create_clock -name clk0 -period $clk_period [get_ports {CLK}]

set non_clock_inputs [all_inputs -no_clocks]
set_input_delay [expr $clk_period * $clk_io_pct] -clock clk0 $non_clock_inputs
set_output_delay [expr $clk_period * $clk_io_pct] -clock clk0 [all_outputs]
File: flow/design.v
module ram (
	input CLK,
	input [7:0] write_i,
	input [7:0] addr_i,
	input ren_i,
	input wen_i,
	output [7:0] out_o
);
integer i;
logic [7:0] RAM [255:0];
initial begin
	RAM[1] = 53;
	RAM[2] = 17;
	RAM[3] = 42;
	RAM[6] = 8'b00000011;
	for( i = 32; i < 42; i = i + 1)
		RAM[i] = 8'b00011001;
	for( i = 42; i < 62; i = i + 1)
		RAM[i] = 8'b10111101;
	for( i = 62; i < 71; i = i + 1)
		RAM[i] = 8'b11100111;
	for( i = 71; i < 96; i = i + 1)
		RAM[i] = 0;
	RAM[128] = 1;
	RAM[129] = 3;
	RAM[130] = 5;
	RAM[131] = 7;
	RAM[132] = 9;
	RAM[133] = 11;
	RAM[134] = 13;
	RAM[135] = 15;
	RAM[136] = 17;
	RAM[137] = 19;
	RAM[138] = 21;
	RAM[139] = 23;
	RAM[140] = 25;
	RAM[141] = 30;
	RAM[142] = 0;
	RAM[143] = 40;
	RAM[144] = 50;
	RAM[145] = 60;
	RAM[146] = 80;
	RAM[147] = 255;
end
assign out_o = RAM [addr_i];
always@ (posedge CLK) begin
	if (wen_i) begin
		RAM [addr_i] <= write_i;
	end
end
endmodule
==> results.txt <==
flow finished, numbers: run status finished, final reports clean, Simple Share, Synth around 1.7%, power per standard cell area between 90 and 100 nW/um^2, Synth area leaders sky130_fd_sc_hd__edfxtp_1 79%, sky130_fd_sc_hd__mux4_2 15%, sky130_fd_sc_hd__a22oi_1 2.5%, Initial DRC Count roughly 2500, Netlist cell types 21, register name with the most flops RAM, horizontal die dimension 444.5 um, yosys adder share 0%, Mapped Cells roughly 3500, number of standard cells reported by yosys approximately 3500, clock sink total ~2000, CP Cell Sequence buf_8 > buf_12 > buf_4 > buf_4 > buf_4 > mux4_2 > a22oi_1 > a21oi_1 > o41ai_1 > buf_4 > nand4_1 > clkdlybuf4s50_1, most numerous cell in the Yosys netlist sky130_fd_sc_hd__edfxtp_1, hold violation count in the final report 0, number of max-cap violations 0, Power, Total ~8 mW, gr usage total approximately a fifth, Area after DPL 82030 sq um, maximum cell stage delay along the critical path around 1200 ps, RSZ-0062 raised after global routing no, post-layout min period approximately 15000 ps, yosys synthesis chip area around 80000 sq um, Yosys top cell by area sky130_fd_sc_hd__edfxtp_1, leakage component of the power between 20 and 30 nW, total routed wirelength 185.4 mm, CP max FO around 72, HP Class input pin to flop, number of top-level pins 27, number of register bits inferred by synthesis approximately 2000, endpoints failing setup 0, setup repair bufs after CTS 0, wire length per cell around 29 um, aoi share between 3 and 4%, stage-log warning count 42, Clk pin slew, worst setup/hold paths 60 ps, fraction of registers with async set or reset after synthesis 0%, Largest type area fraction between 70% and 80%, CTS buffer count just over 200, Final Cycle Share slightly below 70%, measured slew at the worst slew-check pin approximately 1400 ps, detailed-route vias per instance 5.638, largest net degree at the start of global routing 158, setup TNS 0 ps, Chip Height ~440 um, final tally of max-slew violations 0, Regs by FF count RAM x2048, Setup CP Type input pin to primary output, input/output buffers 25, RePlAce Congestion 0.8541, number of detailed-routing iterations run before antenna repair 7, clock tree from TritonCTS built, required time at the worst-slack endpoint 17440 ps, fin util between 40% and 50%, relative area change from synthesis to final layout 12.60%, most common cell type on the critical path sky130_fd_sc_hd__buf_4, vias in the first global route between 40000 and 50000, total die size between 150000 and 200000 sq um, Finished Cell Area a little under 90000 sq um, clock tree buffer depth 3, XOR-XNOR Cells, Area Fraction 0%, largest combinational cell category by area multiplexers, number of antenna violations at the first check in global routing 3, initial standard-cell utilization of the core between 40% and 50%, number of remaining DRC errors 0, overall overflow remaining after global route 0, number of hold buffers added after cts 0, Vias 36470, sequential area share after synthesis 78.51%, library cell contributing the largest single delay on the critical path sky130_fd_sc_hd__o41ai_1, number of cells upsized or downsized after cts 0, Max VDD drop between 80 and 90 uV, max frequency approximately 66 MHz, cell area after technology mapping slightly below 80000 sq um, wire length of the first global-routing pass 271.1 mm, Clock Root Buffer sky130_fd_sc_hd__clkbuf_16, standard-cell row count 162, area of the core a little under 200000 sq um, detailed-placement wirelength estimate 108.3 mm, data arrival time at the worst-slack endpoint 10760 ps, number of flip-flops under the largest register name slightly above 2000, startpoint types input pin, endpoint class of the critical path primary output, EDFF count, synth between 2000 and 2500, Synth mux share 14.72%, number of warning messages in the yosys log 1, Main synth FF type sky130_fd_sc_hd__edfxtp_1, cell types with the highest counts after synthesis 2048 x sky130_fd_sc_hd__edfxtp_1, 512 x sky130_fd_sc_hd__mux4_2, 256 x sky130_fd_sc_hd__a22oi_1, H-tree lvl count 4, relative slew slack 6.050%, mean cell area of the mapped netlist about 22 sq um, proportion of layout cells with a drive suffix above 1 24.47%, Detail Route Antenna Nets 0
## worst paths after layout
check             slack [ps]  startpoint  cells past startpoint           to
setup / recovery        6680   addr_i[0]                     12     out_o[5]
hold / removal          3990  write_i[0]                      1  RAM[162][0]
## layer usage
layer | part of all wire [%] | GRT usage [%] | vias up
met5 | 0.12 | 0.7326 | -
met4 | 2.9 | 4.943 | 10
met3 | 15 | 13.71 | 296
met2 | 48 | 30.60 | 1886
met1 | 34 | 27.49 | 18910
li1 | - | - | 15360
## worst max-delay path: cells and delay by family
family | cells | cell delay [ps]
AND-OR/OR-AND | 3 | 1760
AND/OR/NAND/NOR | 1 | 360
buffers and inverters | 7 | 3560
multiplexers | 1 | 570
## final cells by class
type,count,area (sq um)
fillers,15920,106600
flip-flops and latches,2048,61500
multi-input cells,1258,15780
clock buffers,255,5360
well taps,2624,3283
repair buffers,171,1459
clock inverters,109,809.5
diodes,2,5.005
inverters,1,3.754
## logic make-up after synthesis
group | after synthesis
buffers and inverters | 233
flip-flops | 2048
AND-OR/OR-AND | 416
multiplexers | 512
AND/OR/NAND/NOR | 330
## where the power goes
| part | total, mW | internal [mW] | leakage (nW) | switching, mW |
|---|---|---|---|---|
| clock network | 3.26 | 1.83 | 3.01 | 1.43 |
| logic | 0.362 | 0.125 | 5.02 | 0.238 |
| registers | 4.34 | 4.34 | 18.4 | 0.00168 |
## through the flow
step                      cells  setup WS (ps)  hold WS [ps]
after CTS                  6466           6480          3937
after global routing       6466           6308          3981
after floorplan            3539          11340          4459
after global placement     6102           6457          4829
after detailed placement   6102           6481          4836
final                      6468           6677          3987
## placed cells by master (no fill, tap or decap)
master	instances
sky130_fd_sc_hd__and2_4	1
sky130_fd_sc_hd__nor3_1	30
sky130_fd_sc_hd__nor2b_1	5
sky130_fd_sc_hd__bufinv_16	8
sky130_fd_sc_hd__nand3_1	9
sky130_fd_sc_hd__a21oi_1	128
sky130_fd_sc_hd__inv_6	5
sky130_fd_sc_hd__nand3_2	4
sky130_fd_sc_hd__buf_12	5
sky130_fd_sc_hd__a22oi_1	256
sky130_fd_sc_hd__buf_4	141
sky130_fd_sc_hd__clkinv_2	31
sky130_fd_sc_hd__clkbuf_16	207
sky130_fd_sc_hd__inv_16	1
sky130_fd_sc_hd__nor2b_4	2
sky130_fd_sc_hd__nor2_1	231
sky130_fd_sc_hd__nand2b_1	4
sky130_fd_sc_hd__nor2_4	1
sky130_fd_sc_hd__mux4_2	512
sky130_fd_sc_hd__edfxtp_1	2048
sky130_fd_sc_hd__nand2_1	28
sky130_fd_sc_hd__clkinv_1	56
sky130_fd_sc_hd__diode_2	2
sky130_fd_sc_hd__buf_8	10
sky130_fd_sc_hd__clkinvlp_4	2
sky130_fd_sc_hd__or2_2	2
sky130_fd_sc_hd__nand2b_2	2
sky130_fd_sc_hd__clkbuf_1	48
sky130_fd_sc_hd__or3_1	1
sky130_fd_sc_hd__inv_1	1
sky130_fd_sc_hd__o41ai_1	32
sky130_fd_sc_hd__clkinv_16	2
sky130_fd_sc_hd__and2_1	2
sky130_fd_sc_hd__clkinv_8	4
sky130_fd_sc_hd__clkdlybuf4s50_1	15
sky130_fd_sc_hd__nand4_1	8
No activity file was given, so power comes from the tool's default toggle rates.
