==> design.v <==
module registerfile #(parameter addr_width_p = 4)
                (input CLK
                ,input [addr_width_p-1:0] rs_addr_i
					 ,input [addr_width_p-1:0] rt_addr_i
                ,input [addr_width_p-1:0] rd_addr_i
                ,input wen_i
					 ,input oen_i
					 ,input overflow_i
                ,input [7:0] write_data_i
                ,output logic [7:0] rs_val_o
                ,output logic [7:0] rt_val_o
					 ,output logic [7:0] cnt_o
					 ,output logic [7:0] cpsr_o
					 ,output bit overflow_o
					 ,output logic [7:0] ma_o
                );
integer i;
logic [7:0] RF [2**addr_width_p-1:0];
logic overflow;
initial begin
	for(i = 0; i < 16; i++) begin
		RF[i] = 0;
	end
end
assign rs_val_o = RF [rs_addr_i];
assign rt_val_o = RF [rt_addr_i];
assign overflow_o = overflow;
assign cnt_o = RF[9];
assign cpsr_o = RF[10];
assign ma_o = RF[2];
always @ (posedge CLK)
  begin
    if (wen_i && rd_addr_i != 7 && rd_addr_i != 6) begin
	if(oen_i)
		overflow <= overflow_i;
	begin
    		RF [rd_addr_i] <= write_data_i;
		RF[6] <= 0;
		RF[7] <= 8'b00000001;
	end
    end
  end
endmodule
==> run.sh <==
#!/bin/bash
# OpenROAD 26Q1-2900-gdf79404cd8, Yosys 0.63+post, stock flow scripts
make -C /OpenROAD-flow-scripts/flow DESIGN_CONFIG=/design/flow/config.mk WORK_HOME=/design/flow/orfs finish
==> config.mk <==
export PLATFORM = sky130hd
export DESIGN_NAME = registerfile
export DESIGN_NICKNAME = registerfile
export VERILOG_FILES = /design/flow/design.v
export SDC_FILE = /design/flow/constraint.sdc
export NUM_CORES = 4
export LEC_CHECK = 1
export CORE_UTILIZATION = 30
==> constraint.sdc <==
current_design registerfile

set clk_period 3.1
set clk_io_pct 0.2

create_clock -name clk0 -period $clk_period [get_ports {CLK}]

set non_clock_inputs [all_inputs -no_clocks]
set_input_delay [expr $clk_period * $clk_io_pct] -clock clk0 $non_clock_inputs
set_output_delay [expr $clk_period * $clk_io_pct] -clock clk0 [all_outputs]
==> out/highlights.md <==
Floorplanning
• 144 um — die outline width
• 65 — number of placed I/O pins
• 144 um — die height
• 30.8% — initial core utilization
• 20,600 um^2 — overall die area
• 51 — number of standard-cell rows in the floorplan
• 19,500 um^2 — Core Box Area

Worst setup path
• input pin to primary output — classification of the worst setup path
• RF[6][1] — origin of the critical flop-to-flop path
• 0.55 ns — Worst path max stage delay
• 2.48 ns — required time worst endpoint
• buf_2 > buf_12 > buf_12 > mux4_1 > a22oi_1 > nand2_1 > clkdlybuf4s50_1 — crit-path cells
• primary output — crit path capture type
• RF[6][1] — Critical R2R Capture
• 1 — cell count of the worst reg-to-reg path
• 11 — biggest fanout along the worst timing path
• sky130_fd_sc_hd__buf_12 — critical path's most frequent cell
• 2.53 ns — worst reg2reg setup slack
• input pin — critical path launch point type
• sky130_fd_sc_hd__mux4_1 — cell type of the slowest stage on the worst timing path
• 2.38 ns — critical path data arrival time

Timing
• 0 ns — clock skew
• 0.333 GHz — achievable frequency
• 0 — Final Hold Fails
• 0 ns — Sum Neg Setup Slack
• 0.542 ns — actual slew at the worst max-slew pin
• 3.00 ns — final period demand of the worst path
• 0 — fin. max-slew vios
• 96.9% — post-route clock period utilization
• 0 — Final Setup Violations
• 63.8% — worst-case headroom to the max-slew limit
• false — setup repair after global routing missed its margin

Clock network
• 2 — Clock Path Buffers
• 0.41 ns — Late-Pin Clk Latency
• yes — clock tree from TritonCTS
• 0.06 ns — register clock-pin slew on the reported worst setup and hold paths
• 4 — number of levels the H-tree was split into
• 129 — TritonCTS Sinks
• sky130_fd_sc_hd__clkbuf_16 — Root Buffer Master
• 17 — number of CTS-inserted buffers

Layout
• 703 — non-filler cells in the finished layout
• 33.0% — P&R area growth vs syn
• 1,707 — layout filler cell count
• 29.0% — fraction of layout instances using a drive strength above 1
• 40.9% — final cell utilization of the core

Min path
• 1 — worst hold path depth
• RF[7][0] — endpoint of the worst hold-timing path
• RF[7][0] — hold path startpoint
• flop to flop — Tightest Hold Check Type

GRT
• 25.7% — GR Layer Usage met2
• 20 — largest net degree at the start of global routing
• met2 — most congested layer reported by global routing
• 16.4% — Total GRT Usage
• 19.0% — met1 Use GR
• 22,600 um — wire length of the first global-routing pass
• 0 — antenna violations before repair
• 11.7% — met3 GRT Util
• 3,874 — vias in the first global route
• 0 — gr ovfl total

Synthesis
• 129 — Seq cells post-synth
• 0% — fraction of registers with async set/reset
• 24 — post-synth cell types
• 311 — instance tally after logic synthesis
• sky130_fd_sc_hd__edfxtp_1 — cell with the most instances after synthesis
• 113 x sky130_fd_sc_hd__edfxtp_1, 34 x sky130_fd_sc_hd__mux4_2, 32 x sky130_fd_sc_hd__a22oi_1 — Synth top cells by count
• sky130_fd_sc_hd__edfxtp_1 — flip-flop cell with the highest count after synthesis
• 311 — cell total in the yosys stat output
• 1 — number of synthesis warnings
• sky130_fd_sc_hd__edfxtp_1 — cell type with the largest total area after synthesis
• 6010 um^2 — area of the synthesized netlist per yosys stat
• 6010 um^2 — post-synthesis cell area
• sky130_fd_sc_hd__edfxtp_1 56%, sky130_fd_sc_hd__mux4_2 13%, sky130_fd_sc_hd__mux4_1 12% — top post-synthesis cells by area
• 19.3 um^2 — synthesized area per cell
• 113 — number of flops mapped to enable cells by yosys
• 61.8% — share of synthesized area occupied by flip-flops and latches
• 56.5% — Largest type area fraction

Power
• 4.40 mW — sum of internal, switching and leakage power
• 2.81 nW — leakage
• 551 nW/um^2 — power density normalized to cell area
• 0.000328 V — worst supply voltage drop on vdd

Run
• 25 — count of tool warnings
• 0 — MaxCap Viol Count

Routing
• 21.5 um — post-DR wirelength/cell
• 5.05 — ratio of routed vias to standard cells
• 168 — iteration-0 DRC count of the detailed router
• 15,100 um — Total Wirelength
• 0 — drc violations
• 6 — total iterations of the first detailed-routing run
• 0 — number of diodes added for antenna fixing
• 3,552 — count of vias placed by the detailed router
• 0 — number of antenna-violating nets in the routed design

Placement
• 10,100 um — HPWL after detailed placement
• 0.826 — final estimated routing congestion in global placement
• 656 — cell total after placement
• 64 — Port Buffers

Status
• finished clean — outcome

[how the worst max path moves through the flow]
stage                        start  slack, ns  depth (start not counted)          end
after CTS             rt_addr_i[0]       0.06                          6  rt_val_o[1]
after global routing  rs_addr_i[0]       0.02                          6  rs_val_o[0]
final                 rt_addr_i[0]        0.1                          7  rt_val_o[2]
[report_power, final]
group	internal, mW	switching (mW)	total (mW)	leakage [nW]
clock	1.34	0.719	2.06	0.294
combinational	0.235	0.175	0.410	1.36
sequential	1.92	0.0143	1.94	1.15
[timing repair]
| action | 4_1_cts | 5_1_grt |
|---|---|---|
| buffers inserted | 1 | 12 |
| gates cloned | 2 | 0 |
| gates resized | 6 | 4 |
| hold buffers | 0 | 0 |
| endpoints found under the setup margin | 11 | 4 |
[logic make-up after synthesis]
family	share of synthesized area (%)
simple gates	5.27
compound gates	4.08
buf+inv	3.00
flops	61.8
mux	25.8
[per-stage QoR]
step	area (um^2)	worst slack [ns]	hold slack [ns]
2_1_floorplan	6010	0.852	0.423
3_3_place_gp	7180	-0.0540	0.439
3_5_place_dp	7180	-0.0278	0.457
4_1_cts	7880	0.0593	0.477
5_1_grt	7990	0.0215	0.497
6_report	7990	0.0951	0.478
[layout make-up]
class	count	area [um^2]	area share, %
clock buffer	17	425	5.33
inverter	1	3.75	0.0470
sequential	129	3710	46.5
tap	265	332	4.15
multi-input combinational	160	2150	26.9
clock inverter	15	190	2.38
timing repair buffer	116	1180	14.7
[cells in the final DEF, fill, tap and decap left out, types with 3 or more instances in the layout]
master,instances
sky130_fd_sc_hd__a22oi_2,5
sky130_fd_sc_hd__clkbuf_16,17
sky130_fd_sc_hd__buf_4,41
sky130_fd_sc_hd__nor2_1,12
sky130_fd_sc_hd__edfxtp_1,113
sky130_fd_sc_hd__nand2_1,19
sky130_fd_sc_hd__dfxtp_1,16
sky130_fd_sc_hd__clkinv_1,4
sky130_fd_sc_hd__mux4_1,28
sky130_fd_sc_hd__bufinv_16,4
sky130_fd_sc_hd__buf_12,9
sky130_fd_sc_hd__nor3_1,4
sky130_fd_sc_hd__mux4_2,34
sky130_fd_sc_hd__a22oi_1,27
sky130_fd_sc_hd__and2_1,16
sky130_fd_sc_hd__clkdlybuf4s50_1,60
sky130_fd_sc_hd__nand2b_1,3
[routing by layer]
| layer | vias up | part of all wire (%) | routed length, um |
|---|---|---|---|
| met5 | - | 0 | 0 |
| met2 | 227 | 48 | 7320 |
| met3 | 15 | 14 | 2190 |
| li1 | 1567 | - | - |
| met1 | 1743 | 36 | 5400 |
| met4 | 0 | 1.3 | 203 |
[critical path, delay by kind of cell]
kind                   cells  cell delay, ns
AOI/OAI and AO/OA          1            0.24
buffers and inverters      4            0.85
muxes                      1            0.55
and+or+nand+nor            1            0.10
[sequential cells by signal, indices dropped and copies added, names as in the netlist]
register / count
RF: 128
overflow: 1
No activity file was given, so power comes from the tool's default toggle rates.
