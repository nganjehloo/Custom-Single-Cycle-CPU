==> ./design.v <==
module programcounterupdate(
  input branch,
  input [4:0] Target,
  input init,
  input halt,
  input CLK,
  input [7:0] cpsr,
  output logic[7:0] PC
  );
reg [31:0] counter;
initial begin
	counter = 0;
end
  always @(posedge CLK) begin
	if(init)
	  PC <= 0;
	else if(halt)
	  PC <= PC;
	else if(branch == 1)
		if(cpsr[0])
			PC <= PC - Target;
		else
			PC <= PC + Target;
	else if(branch == 0)
	  PC <= PC+1;
	counter <= counter + 1;
  end
endmodule
==> ./run.sh <==
#!/bin/bash
# OpenROAD 26Q1-2900-gdf79404cd8, Yosys 0.63+post, stock flow scripts
make -C /OpenROAD-flow-scripts/flow DESIGN_CONFIG=/design/flow/config.mk WORK_HOME=/design/flow/orfs finish
==> ./config.mk <==
export PLATFORM = sky130hd
export DESIGN_NAME = programcounterupdate
export DESIGN_NICKNAME = programcounterupdate
export VERILOG_FILES = /design/flow/design.v
export SDC_FILE = /design/flow/constraint.sdc
export NUM_CORES = 4
export LEC_CHECK = 1
export CORE_AREA = 10 10 70 70
export DIE_AREA = 0 0 80 80
==> ./constraint.sdc <==
current_design programcounterupdate

set clk_period 3.1
set clk_io_pct 0.2

create_clock -name clk0 -period $clk_period [get_ports {CLK}]

set non_clock_inputs [all_inputs -no_clocks]
set_input_delay [expr $clk_period * $clk_io_pct] -clock clk0 $non_clock_inputs
set_output_delay [expr $clk_period * $clk_io_pct] -clock clk0 [all_outputs]
==> reports/metrics.yaml <==
cp.buffers_inverters: 2
wl_mm: 1.740
ys.flops: 8
worstHoldPathType: "register to register"
seq_area_um2: 160.2
power_density_nw_per_um2: 343.7
core_um2: 3416
die_h_um: 80
synth_warnings: 1
tightestPinTransition_ps: 564.3
syn_to_final_growth_pct: 54.93
fp_util_pct: 20.81
edf_count: 0
antenna_found_initial: 0
hold_violations: 0
status: "complete, no violations"
syn-mean-instance-area_um2: 7.985
ys_seq_share_pct: 22.54
die-area_um2: 6400
fillers: 361
finalCritPeriodShare_pct: 97.42
antenna_left: 0
overflow: 0
layout.area.comb_um2: 544.3
syn_inst: 89
tool_warnings: 32
firstDrtPassIters: 4
cts_tree: "built"
ys_area_um2: 710.7
drive_above_1_share_pct: 21.95
final_cell_mix: "clkdlybuf4s50_1 (17), buf_4 (17), nor2_1 (12)"
final_util_pct: 32.23
grt_setup_unrepaired: "false"
grt_pass1_vias: 665
tns_ps: 0
critPathArrivalTime_ps: 3160
worst_path_largest_cell_delay_ps: 490
viasPerCell: 4.201
drtIter0Drc: 16
largest_register_ffs: 8
ff_type: "dfxtp_1"
portBuffers: 17
fmax_mhz: 331.1
crit_required_ps: 3240
skew_ps: 8.072
grtUsageTotal_pct: 5.202
gp_congestion: 0.7776
critPathMaxFanout: 4
fin_ws_ps: 79.95
reg_top3: "PC x8"
cts_setup_buffers: 0
netlist_area_um2: 710.7
critPathSlowestCell: "clkdlybuf4s50_1"
synth-async-reset-ratio_pct: 0
clockBufferDepth: 2
comb_power_share_pct: 44.8
chipWidth_um: 80
power_frac_seq_pct: 33.5
irDropWorstVdd_mv: 0.1950
dp_hpwl_mm: 1.428
root_buffer: "clkbuf_4"
vias: 710
swShare_pct: 30.77
path_cells: "clkdlybuf4s50_1, inv_2, ha_4, a21oi_2, xnor2_1, and2_1, ha_1, a21o_1, a31o_2, a21oi_2, mux2_4, mux2_4"
path_clk_slew_ps: 60
drv_cap: 0
numCtsBuffers: 3
clock_sinks: 8
max_slew_margin_pct: 62.26
p_clk_share_pct: 21.7
p_int_uw: 262.0
setup_viol: 0
synth_cell_types: 31
grt_max_degree: 16
end_kind: "register"
slew_viol_final: 0
clock_latency_ps: 260
critical_path_class: "input port to register"
boundaryPins: 25
grt_pass1_wl_mm: 2.760
dpl_worst_slack_ps: -297.6
period_minus_slack_ps: 3020
total_leakage_power_uw: 0.0005141
wl_per_cell_um: 10.30
largest-register: "PC"
drc: 0
insertedDiodeCount: 0
switchingPower_uw: 116.4
rows: 21
worst_setup_path_start_kind: "input port"
cp_top_family: "AND-OR/OR-AND gates"
htree_levels: 1
ys_cells: 89
-- cells by family after synthesis --
| kind of cell | after synthesis | share of synthesized area (%) |
|---|---|---|
| simple gates | 34 | 23.94 |
| compound gates | 19 | 16.90 |
| fa+ha+maj | 9 | 16.90 |
| buf+inv | 8 | 4.226 |
| flops | 8 | 22.53 |
| mux | 6 | 9.330 |
| xor+xnor | 5 | 6.163 |
-- power groups by stage --
| stage | clock network, uW | registers [uW] | logic (uW) |
|---|---|---|---|
| global route | 91.2 | 129 | 191 |
| finish | 82.2 | 127 | 170 |
| CTS | 84.8 | 127 | 169 |
-- worst paths after layout --
kind / startpoint / endpoint / slack [ps] / cells past startpoint
max: Target[0] / PC[7] / 80 / 12
min: PC[5] / PC[5] / 520 / 2
max reg2reg: PC[4] / PC[7] / 1180 / 6
min reg2reg: PC[5] / PC[5] / 520 / 2
-- worst min-delay path, stage by stage (launching register included) --
cell,delay [ps]
dfxtp_1,330
nand3_1,80
o31ai_1,60
-- metrics by stage --
step	cells	hold slack, ps	power, uW	instance area, um^2
after floorplan	89	458.5	210.3	710.7
after global placement	166	499.2	291.9	1055
after detailed placement	166	511.3	294.8	1055
after CTS	169	521.9	380.8	1085
after global routing	169	553.7	411.5	1101
final	169	519.1	378.4	1101
-- cell type report --
cell class	count	share of cell area (%)
Tap cell	46	5.227
Clock buffer	3	2.045
Timing Repair Buffer	34	27.05
Sequential cell	8	14.55
Multi-Input combinational cell	73	49.43
Inverter	5	1.705
-- Yosys cell counts, types with 3 or more instances --
library cell  instances  area, um^2
o21ai_0               3       15.01
clkbuf_1              3       11.26
xnor2_1               3       26.28
a21o_1                3       22.52
mux2i_1               4       40.04
ha_1                  8       100.1
nor2_1               12       45.04
inv_1                 5       18.77
dfxtp_1               8       160.2
a21oi_1               6       30.03
nand2_1               6       22.52
-- repair_timing --
item                                   in CTS  in global routing
endpoints found under the hold margin       0                  0
gates resized                               2                  4
setup endpoints to repair                   1                  1
hold buffers                                0                  0
pin swaps                                   0                  2
-- metal layers --
metal / global-route usage, % / up-vias / part of all wire [%]
li1: - / 387 / -
met1: 6.300 / 313 / 45
met2: 8.106 / 10 / 46
met3: 3.068 / 0 / 8.5
met4: 0.3521 / 0 / 0
met5: 0 / - / 0
Power is estimated from default activity; no workload was simulated.
